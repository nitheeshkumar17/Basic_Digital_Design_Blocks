[flow/config.mk]
export PLATFORM = sky130hd
export DESIGN_NAME = alu
export DESIGN_NICKNAME = alu
export VERILOG_FILES = /design/flow/design.v
export SDC_FILE = /design/flow/constraint.sdc
export NUM_CORES = 4
export LEC_CHECK = 1
export CORE_UTILIZATION = 40
[flow/constraint.sdc]
current_design alu

set clk_period 16.6
set clk_io_pct 0.2

create_clock -name clk0 -period $clk_period

set non_clock_inputs [all_inputs -no_clocks]
set_input_delay [expr $clk_period * $clk_io_pct] -clock clk0 $non_clock_inputs
set_output_delay [expr $clk_period * $clk_io_pct] -clock clk0 [all_outputs]
[flow/design.v]
module alu(
           input [7:0] a,b,   
           input [3:0] alu_sel, 
           output reg [7:0] alu_out,  
           output cout  
    );
    wire [8:0] tmp;
    assign tmp = {1'b0,a} + {1'b0,b};
    assign cout = tmp[8];  
    always @(*)
    begin
        case(alu_sel)
        4'b0000:  
           alu_out = a + b ; 
        4'b0001:  
           alu_out = a - b ;
        4'b0010:  
           alu_out = a * b;
        4'b0011:  
           alu_out = a/b;
        4'b0100:  
           alu_out = a<<1;
         4'b0101:  
           alu_out = a>>1;
         4'b0110:  
           alu_out = {a[6:0],a[7]};
         4'b0111:  
           alu_out = {a[0],a[7:1]};
          4'b1000:  
           alu_out = a & b;
          4'b1001:  
           alu_out = a | b;
          4'b1010:  
           alu_out = a ^ b;
          4'b1011:  
           alu_out = ~(a | b);
          4'b1100:  
           alu_out = ~(a & b);
          4'b1101:  
           alu_out = ~(a ^ b);
          4'b1110:  
           alu_out = (a > b) ? 8'd1 : 8'd0;
          4'b1111:  
           alu_out = (a == b) ? 8'd1 : 8'd0;
          default: alu_out = a + b ; 
        endcase
    end
endmodule
[flow/run.sh]
#!/bin/bash
# OpenROAD 26Q1-2900-gdf79404cd8, Yosys 0.63+post, stock flow scripts
make -C /OpenROAD-flow-scripts/flow DESIGN_CONFIG=/design/flow/config.mk WORK_HOME=/design/flow/orfs finish
==> results.txt <==
Implementation numbers.

- The die area is between 0.01 and 0.015 mm^2.
- Per the OpenROAD floorplan log, the area of the core is about 0.01 mm^2.
- In the global route stage, met2 resource usage came out at 0.383.
- The layout cell share with drive strength beyond 1 is 0.172.
- The data arrival time of the worst path is 12840 ps.
- The vertical extent of the die is between 100 and 150 um.
- The global-route wire length before repair is ~20000 um.
- Detailed-route iteration 0 reported a violation count of between 200 and 250.
- The number of antenna violations at the first check in global routing came to 0.
- The sequential area share after synthesis is 0.
- For the pin with the worst max-slew slack, the measured transition is between 600 and 700 ps.
- The overall global routing resource usage is 0.254.
- The cell count in the Yosys report is between 500 and 600.
- The floorplan row count is 36.
- Across the run, the number of max-cap violations was 0.
- In this run the worst path has a maximum fanout of 8.
- The worst-case vdd ir drop is between 0.015 and 0.02 mV.
- The final timing summary puts the cycle share of the worst path at 0.974.
- The final antenna diode tally reported by the flow is 0.
- Per the hold report, the tightest min-delay path originates at alu_sel[1].
- The average routed wire per standard cell is 17.0 um.
- The core utilization before placement is 0.415.
- The number of synthesis warnings is 1.
- Dividing the synthesized area by the synthesized cell count gives just over 7 um^2.
- Detailed placement finished with a half-perimeter wire length of around 10000 um.
- The global router reports that the layer with the highest usage is met1.
- The shortest clock period the worst path allows after layout is between 15000 and 20000 ps.
- The final tally of setup violations is 0.
- The number of global-route vias before repair is approximately 3800.
- The number of buffer cells added on primary ports is 29.
- The global-route congestion overflow total is 0.
- In this run the worst setup path begins at b[0].
- The highest clock rate this design can be run at is a little over 60 MHz.
- The vias after detailed routing is between 4000 and 5000.
- In the post-route report, total wirelength is listed as roughly 13000 um.
- The type of origin of the critical path is a primary input.
- The leading cell type in the layout, fill and taps excluded is ha_1.
- The data required time reported for the critical path is ~13000 ps.
- For this run, the detailed router reports a per-instance via density of 5.76.
- The total area of sequential cells is 0 um^2.
- The slowest stage cell on the critical path is clkdlybuf4s50_1.
- The buffer-and-inverter tally for the worst setup path is 5.
- met1 track demand over resource after global routing is 0.398.
- The total number of warnings across the stage logs is about 52.
- Max-slew check failures listed in the final report amount to 0.
- The number of buffers added to fix hold violations after cts is 0.
- Entering global routing, the biggest net connects roughly 45 pins.
- The post-synthesis cell area is ~0.0041 mm^2.
- The count of TritonRoute iterations in the first routing pass is 4.
- The final report gives the core utilization as 0.514.
- The area reported by Yosys stat is about 0.004 mm^2.
- The cell class contributing the biggest share of worst-path delay is AND-OR/OR-AND gates.
- The die width is roughly 100 um.
- The final cell count without fillers is between 700 and 800.
- Note that the worst hold path type here is primary input to primary output.
- The worst pin sits at a relative slew slack of 0.579.
- The final hold violation count is 0.
- The script computed a power per unit cell area of about 42 mW/mm^2.
- The area added between synthesis and finish is 24.0%.
- In the setup report, the worst path falls into the class primary input to primary output.
- The number of sequential storage elements is 0.
- The library cell appearing most often on the critical path is ha_1.
- On met3, the global router reports a usage of 0.0289.
- Per STA, the highest per-stage delay on the worst path measures 520 ps.
- The flow ran to the end, and the final reports show no timing, DRC or antenna violations.
- The number of cells produced by synthesis is approximately 570.
- The post-route antenna net violation count is 0.
- The script parses the final routing iteration and logs DRC violations as 0.
- The leakage power total is roughly 2.3 nW.
- Pin placement for this block handled 29 I/O pins.
- The last weighted congestion value of the routability-driven placer is 0.968.
- The number of distinct library cells after synthesis is 69.
- Once placement completed, the tool counted placed cells totaling about 750.
- The most common logic cells in the final layout are 75 x ha_1, 59 x nor2_1, 55 x inv_1.
- The worst setup path is captured at a primary output.
- The final layout report lists a clock buffer count of 0.
## cell usage after synthesis, drive strengths merged, types with 5 or more instances
master | n | area share
nand3 | 9 | 0.011
a22oi | 6 | 0.011
nand2b | 10 | 0.015
xor2 | 8 | 0.017
nor3 | 18 | 0.022
clkbuf | 22 | 0.020
mux2 | 8 | 0.022
a21oi | 44 | 0.055
nor2 | 64 | 0.059
nor2b | 7 | 0.011
o211ai | 5 | 0.0092
inv | 55 | 0.051
mux2i | 7 | 0.017
nand2 | 33 | 0.030
fa | 14 | 0.069
xnor2 | 33 | 0.071
ha | 79 | 0.24
o21ai | 35 | 0.043
o21a | 9 | 0.017
and2 | 5 | 0.0077
a211oi | 7 | 0.016
buf | 5 | 0.0049
a21o | 12 | 0.022
## cell type report
cell class	count	area, um^2
Fill cell	913	4770
Inverter	56	210
Multi-Input combinational cell	489	3960
Tap cell	133	166
Timing Repair Buffer	84	713
## path summary, 6_finish.rpt
path	endpoint	cells past startpoint	slack [ps]
worst max-delay path	alu_out[0]	50	440
worst min-delay path	alu_out[0]	5	7680
## metal layers
metal | wire length [um] | share of wire
met2 | 5450 | 0.42
met1 | 6310 | 0.49
met5 | 0 | 0
met3 | 933 | 0.072
met4 | 259 | 0.020
## cell families after synthesis
family | Yosys count | share of synthesized area
compound gates | 173 | 0.293
xor+xnor | 41 | 0.0882
fa+ha+maj | 93 | 0.312
buf+inv | 83 | 0.0768
mux | 15 | 0.0393
simple gates | 166 | 0.191
## through the flow
stage	power, mW	cell area [um^2]	TNS, ps	worst slack, ps	hold slack (ps)
5_1_grt	0.236	5050	-178	-178	7750
3_3_place_gp	0.193	4750	0	10.0	7920
4_1_cts	0.197	4780	0	17.4	7940
2_1_floorplan	0.136	4070	0	576	6860
6_report	0.211	5050	0	437	7680
3_5_place_dp	0.194	4750	-314	-314	7930
## report_power, final
group	internal [mW]	switching, mW
logic	0.100	0.111
clock network	0	0
registers	0	0
total	0.100	0.111
## what timing repair did
item	CTS	global route
buffers inserted	1	10
pin swaps	2	22
endpoints found under the setup margin	1	1
hold endpoints to repair	0	0
resized	6	41
gates cloned	0	2
No activity file was given, so power comes from the tool's default toggle rates.
