`./run.sh`:
```
#!/bin/bash
# OpenROAD 26Q1-2900-gdf79404cd8, Yosys 0.63+post, stock flow scripts
make -C /OpenROAD-flow-scripts/flow DESIGN_CONFIG=/design/flow/config.mk WORK_HOME=/design/flow/orfs finish
```
`./config.mk`:
```
export PLATFORM = sky130hd
export DESIGN_NAME = single_sram
export DESIGN_NICKNAME = single_sram
export VERILOG_FILES = /design/flow/design.v
export SDC_FILE = /design/flow/constraint.sdc
export NUM_CORES = 4
export LEC_CHECK = 1
export CORE_UTILIZATION = 40
```
`./constraint.sdc`:
```
current_design single_sram

set clk_period 3.6
set clk_io_pct 0.2

create_clock -name clk0 -period $clk_period [get_ports {clk}]

set non_clock_inputs [all_inputs -no_clocks]
set_input_delay [expr $clk_period * $clk_io_pct] -clock clk0 $non_clock_inputs
set_output_delay [expr $clk_period * $clk_io_pct] -clock clk0 [all_outputs]
```
`./design.v`:
```
module single_sram #(
  parameter DATA_WIDTH=4,           
  parameter ADDR_WIDTH=4            
)(
  input  [(DATA_WIDTH-1):0] data,   
  input  [(ADDR_WIDTH-1):0] addr,   
  input                     we,     
  input                     clk,    
  output [(DATA_WIDTH-1):0] q);
  reg [DATA_WIDTH-1:0] mem [2**ADDR_WIDTH-1:0];
  reg [ADDR_WIDTH-1:0] addr_r;
always @(posedge clk) begin  
if (we)
mem[addr] <= data;
addr_r <= addr;
end
assign q = mem[addr_r];  
endmodule
```
==> flow_summary.yaml <==
# implementation run metrics
status:
  status: "finished, final reports clean"
routing:
  drtAntennaViolNets: 0
  wl_per_cell_um: 19.1
  drc: 0
  n_antenna_cell: 0
  drtPass1Iterations: 4
  wl_mm: 4.46
  vias_per_cell: 5.41
  drt_iter0_drc: 104
  vias: 1267
sta:
  timing_hold_violations_final: 0
  tightest_slew_ns: 0.693
  rsz0062_at_grt: "no"
  setup_ws_ns: 0.548
  drv_slew: 0
  setup-tns-final_ns: 0
  max_freq_ghz: 0.328
  fin_crit_ns: 3.05
  fin_crit_sh_pct: 84.8
  setup_viol: 0
  whs_ns: 0.964
  slew_headroom_pct: 53.4
power_and_ir_drop:
  leakage_uw: 0.000991
  ir_drop_uv: 289
  finalPower_uw: 1540
  power_density_nw_per_um2: 506
logic_synthesis:
  syn_inst: 130
  ys.warnings.count: 1
  topCellsByArea: "edfxtp_1 (72%), mux4_1 (14%), dfxtp_1 (3.0%)"
  xor_area_share_pct: 0
  fa_ha_area_share_pct: 0
  netlist_top_cells_count: "edfxtp_1 (64), mux4_1 (14), nor2_1 (13), nand3_1 (9), nand2_1 (5)"
  synth_top_cell_by_area: "edfxtp_1"
  top_cell: "edfxtp_1"
  synth_seq_share_pct: 75.1
  edf_count: 64
  synthAoiAreaFrac_pct: 1.13
  synth_area_per_cell_um2: 20.5
  synthesis.area_um2: 2670
  simple_gate_share_pct: 6.80
  yosys_cells: 130
  mux_area_share_pct: 15.5
  synth.distinct_cells: 17
  synth_top_area_share_pct: 72.1
  ys.flop_type: "edfxtp_1"
  top_logic_kind: "multiplexers"
  synth_flop_count: 68
  ys_chip_area_um2: 2670
  async_flop_share_pct: 0
clock_tree:
  postCtsSetupBuffers: 0
  path_clk_slew_ns: 0.07
  clk_root_buffer_cell: "clkbuf_8"
  cts_buffer_depth: 2
  clkSinkCount: 68
  cts_buffers: 9
  cts_tree: "yes"
  holdBufCountCts: 0
  htree_levels: 3
  cts_resized: 0
global_route:
  grt_pass1_wl_mm: 7.14
  grt_pass1_vias: 1367
  grt_use_total_pct: 14.8
  antenna_found_initial: 0
  grt_overflow: 0
  grt_max_degree: 17
setup_path:
  crit_fanout: 16
  crit_buf_inv: 1
  cp.required_ns: 2.88
  crit_family: "flip-flops"
  slowest_stage: "dfxtp_1"
  slowest_delay_ns: 0.75
  worst_setup_path_end_kind: "output pin"
  arrival_ns: 2.33
  worst_setup_path_start_kind: "flop"
  path_class: "reg -> out"
  cp_cell_sequence: "mux4_1 > a22oi_1 > nand3_1 > clkdlybuf4s50_1"
final_layout:
  fillers: 522
  regMostFlops: "mem"
  largest_reg_flops: 64
  final_cell_area_um2: 3050
  synthToLayoutAreaGrowth_pct: 14.4
  top_regs: "mem x64"
  drive_gt1_share_pct: 10.8
floorplanning:
  coreArea_um2: 6390
  chip_area_um2: 7000
  num_io_pins: 14
  die_w_um: 83.6
  die_height_um: 83.6
  rows: 29
  fp_util_pct: 41.8
place:
  dp_slack_ns: 0.888
  placed_cell_area_um2: 2870
  place_hpwl_mm: 3.02
  place.gp.congestion: 0.814
  io_buffers: 13
flow_run:
  tool_warnings: 25
  maxCapViolations: 0
min_path:
  hold_path_depth: 1
  hold_start: "addr[3]"
  min_path_type: "in -> reg"
-- final cells by class --
type | count | area (µm²) | share of cell area [%]
multi-input cells | 58 | 624 | 20.5
flip-flops and latches | 68 | 2000 | 65.7
repair buffers | 15 | 145 | 4.76
clock buffers | 9 | 124 | 4.06
well taps | 77 | 96.3 | 3.16
clock inverters | 7 | 57.6 | 1.89
-- stage by stage --
step	util [%]	instances
4_1_cts	47.7	234
3_3_place_gp	44.9	218
5_1_grt	47.7	234
2_1_floorplan	-	130
6_report	47.7	234
3_5_place_dp	44.9	218
-- metal layers --
metal  vias to the layer above  part of all wire (%)  global-route usage (%)
met4                         0                   1.4                    2.31
met5                         -                     0                       0
met2                        58                    48                    20.9
met3                         6                   8.5                    7.43
met1                       614                    43                    24.0
li1                        589                     -                       -
-- worst max path at each step --
stage	start	to	slack, ns	cells past startpoint
after CTS	flop	q[0]	0.49	4
after global routing	flop	q[0]	0.39	4
final	flop	q[0]	0.55	4
-- where the power goes --
part	internal (µW)	switching, µW
clock	309	258
combinational	43.5	41.4
sequential	882	8.71
-- placed cells by master (no fill, tap or decap) --
cell | synthesis | layout
or3b_2 | 1 | 1
nand2_1 | 5 | 5
bufinv_16 | 0 | 1
clkbuf_8 | 0 | 9
dfxtp_1 | 4 | 4
a22oi_1 | 4 | 4
nand2b_1 | 2 | 2
nand3_1 | 9 | 9
edfxtp_1 | 64 | 64
mux4_1 | 14 | 14
buf_4 | 0 | 2
clkinvlp_4 | 0 | 1
nor2b_1 | 2 | 2
nor2_1 | 13 | 13
clkdlybuf4s50_1 | 0 | 13
mux4_2 | 2 | 2
clkinv_2 | 0 | 1
clkinv_1 | 0 | 4
nand3b_1 | 2 | 2
nor3_1 | 4 | 4
-- logic make-up after synthesis --
| logic type | after synthesis |
|---|---|
| simple gates | 38 |
| compound gates | 4 |
| flops | 68 |
| mux | 16 |
| buf+inv | 4 |
Power and IR drop assume default switching activity.
