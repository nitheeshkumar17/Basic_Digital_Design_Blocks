--- /design/flow/config.mk ---
export PLATFORM = sky130hd
export DESIGN_NAME = up_down_counter
export DESIGN_NICKNAME = up_down_counter
export VERILOG_FILES = /design/flow/design.v
export SDC_FILE = /design/flow/constraint.sdc
export NUM_CORES = 4
export LEC_CHECK = 1
export CORE_AREA = 10 10 70 70
export DIE_AREA = 0 0 80 80
--- /design/flow/constraint.sdc ---
current_design up_down_counter

set clk_period 2.1
set clk_io_pct 0.2

create_clock -name clk0 -period $clk_period [get_ports {clk}]

set non_clock_inputs [all_inputs -no_clocks]
set_input_delay [expr $clk_period * $clk_io_pct] -clock clk0 $non_clock_inputs
set_output_delay [expr $clk_period * $clk_io_pct] -clock clk0 [all_outputs]
--- /design/flow/design.v ---
module up_down_counter (
	input clk,  
	input reset,  
	input up_down,  
	output reg [3:0] count);  
always @(posedge clk) begin
if (reset) begin
count <= 4'b0;
end
else begin
if (up_down) begin
count <= count+1;  
end
else begin 
count <= count-1;  
end
end
end
endmodule
--- /design/flow/run.sh ---
#!/bin/bash
# OpenROAD 26Q1-2900-gdf79404cd8, Yosys 0.63+post, stock flow scripts
make -C /OpenROAD-flow-scripts/flow DESIGN_CONFIG=/design/flow/config.mk WORK_HOME=/design/flow/orfs finish
==> impl_metrics.yaml <==
# yosys + openroad results
sta:
  final_period_minus_worst_setup_slack_ns: 1.67
  finalHoldViolCount: 0
  fin_skew_ns: 0.000839
  whs_ns: 0.475
  finalSetupViolCount: 0
  setup_repair_after_global_routing_missed_its_margin: "no"
  timing.final.crit_share_pct: 79.5
  maxClockFrequency_mhz: 599
  worst_rel_slew_slack_pct: 85.3
  finalSetupTns_ns: 0
  worst_tran_pin_value_ns: 0.219
  finalMaxSlewViolations: 0
logic_synthesis:
  yosys.stat.seqShare_pct: 41.8
  area_leaders: "sky130_fd_sc_hd__dfxtp_1 42%, sky130_fd_sc_hd__ha_1 13%, sky130_fd_sc_hd__fa_1 10%"
  synth.yosys.chip_area_sq_um: 191
  syn_area_per_cell_sq_um: 10.6
  synthesized_instance_count: 18
  synth.distinct_cells: 11
  ys.flops: 4
  synth.largest_area_cell: "sky130_fd_sc_hd__dfxtp_1"
  synth_area_sq_um: 191
  yosys_synthesis_warning_count: 1
  synth_stat.cells: 18
  yosys.area.top_type_share_pct: 41.8
critical_path:
  critical_path.endpoint_type: "flip-flop"
  cp_data_arrival_time_ns: 1.84
  r2r_setup_slack_ns: 0.92
  ff2ff_path_depth: 4
  crit-reg2reg-launch: "count[2]"
  timing.critical_path.max_delay_family: "buffers and inverters"
  crit_path_cell_trace: "clkdlybuf4s50_1 -> inv_1 -> ha_1 -> a21oi_1 -> nand3_1 -> a21oi_2"
  critical_path_class: "input pin to flip-flop"
  required_time_at_the_worst_slack_endpoint_ns: 2.27
  crit_path_start_kind: "input pin"
  timing.critical_path.slowest_cell_delay_ns: 0.49
  critical_path.max_fanout: 3
  worst_setup_path_startpoint: "up_down"
  slowest_stage: "sky130_fd_sc_hd__clkdlybuf4s50_1"
  regToRegEndpoint: "count[3]"
  critical_path_buf_inv_count: 2
finish:
  layout_top_registers: "count (4)"
  post_route_cells_drive_above_1_share_pct: 14.8
  stdcell_area_sq_um: 332
  regMostFlops: "count"
  max_reg_flops: 4
  layout.core_utilization_pct: 9.71
  layout-area-overhead-vs-synth_pct: 73.2
  final.fill_count: 402
pwr:
  combPwrFrac_pct: 30.3
  total_power_uw: 285
  internal_power_uw: 209
  swShare_pct: 26.5
  pwr-share-seq_pct: 35.7
  clock_power_share_pct: 34.0
  ir_drop_mv: 0.243
  pleak_uw: 0.000119
  net-switching-power_uw: 75.5
  cell_pwr_density_nw_per_um2: 858
hold_path:
  min_path_cells: 1
  worstHoldStart: "count[0]"
  hold_class: "flip-flop to flip-flop"
  holdPathEnd: "count[0]"
clocking:
  worstSkewPairLatency_ns: 0.24
  cts_hold_repair.buffers: 0
  number_of_cts_inserted_buffers: 3
  tritoncts: "yes"
  clock-root-buffer: "sky130_fd_sc_hd__clkbuf_4"
  post_cts.repair.setup_buffers: 0
  post_cts_resized: 0
  cts_max_level: 1
  tritoncts_num_sinks: 4
  cts.clk_slew.worst_paths_ns: 0.04
  clock_tree.buffer_depth: 2
die:
  io_pins: 7
  die_width_microns: 80
  die_y_microns: 80
  core-area_sq_um: 3420
  fp-utilization_pct: 5.60
  floorplan.die_area_sq_um: 6400
  rows: 21
run:
  drv_cap: 0
  openroad.warnings: 25
route:
  detailedRoute.firstIterationViolations: 1
  route.detailed.wl_per_inst_microns: 6.77
  vias_per_cell: 2.22
  antenna_violation_net_count_after_detailed_routing: 0
  drt-total-wl_microns: 494
  dr.pass1.iters: 2
  vias: 162
  diodes: 0
  drc: 0
placed_design:
  port_buffers: 6
  routabilityCongestion: 0.656
  place_area_sq_um: 309
  dp_hpwl_microns: 391
grt:
  grt_first_pass_wirelength_microns: 828
  antenna_found_initial: 0
  first_global_vias: 164
  grt_start_max_net_pins: 5
  globalRoute.totalOverflow: 0
  grt_use_total_pct: 1.71
outcome:
  outcome: "finished, final reports clean"
[synth_stat cells]
| library cell | count |
|---|---|
| sky130_fd_sc_hd__dfxtp_1 | 4 |
| sky130_fd_sc_hd__ha_1 | 2 |
| sky130_fd_sc_hd__nand3_1 | 2 |
| sky130_fd_sc_hd__nor2_1 | 2 |
| sky130_fd_sc_hd__xnor2_1 | 2 |
| sky130_fd_sc_hd__a21o_1 | 1 |
| sky130_fd_sc_hd__a21oi_1 | 1 |
| sky130_fd_sc_hd__a21oi_2 | 1 |
| sky130_fd_sc_hd__fa_1 | 1 |
| sky130_fd_sc_hd__inv_1 | 1 |
| sky130_fd_sc_hd__nor2b_1 | 1 |
[per-stage QoR]
stage               cells  setup slack, ns
floorplan              18            0.820
global placement       70            0.231
detailed placement     70            0.215
CTS                    73            0.429
global route           73            0.325
finish                 73            0.430
[per-layer routing]
metal / up-vias / GRT usage, % / wire [microns]
met5: - / 0 / 0
met4: 0 / 0.352 / 5
met3: 2 / 2.05 / 90
met2: 7 / 1.69 / 188
met1: 74 / 2.19 / 210
li1: 79 / - / -
[worst max path at each step]
| stage | depth (start not counted) | to | slack (ns) |
|---|---|---|---|
| after CTS | 6 | count[3] | 0.43 |
| after global routing | 6 | count[3] | 0.32 |
| final | 6 | count[3] | 0.43 |
[layout make-up]
type	count	area (sq um)	area share, %
clock buffers	3	22.5	6.79
inverters	1	3.75	1.13
multi-input cells	13	108	32.5
flip-flops and latches	4	80.1	24.2
well taps	46	57.6	17.4
repair buffers	6	60.1	18.1
[cells in the final DEF (no fill, tap or decap), drive strengths merged]
master	instances
nor2b	1
clkdlybuf4s50	6
dfxtp	4
a21o	1
fa	1
nor2	2
clkbuf	3
nand3	2
xnor2	2
a21oi	2
ha	2
inv	1
[cell families (layout without fill, tap and decap cells)]
kind of cell	after synthesis	count (layout)	share of synthesized area (%)
fa+ha+maj	3	3	23.5
xor+xnor	2	2	9.15
compound gates	3	3	11.1
buf+inv	1	10	1.96
flops	4	4	41.8
simple gates	5	5	12.4
[power by group through the flow]
stage	logic (uW)	registers (uW)	clock network, uW
CTS	88.3	103	98.2
global route	97.4	104	107
finish	86.3	102	96.7
Power is estimated from default activity; no workload was simulated.
